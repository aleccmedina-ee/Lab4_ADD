File: ./run.sh
#!/bin/bash
# OpenROAD 26Q1-2900-gdf79404cd8, Yosys 0.63+post, stock flow scripts
make -C /OpenROAD-flow-scripts/flow DESIGN_CONFIG=/design/flow/config.mk WORK_HOME=/design/flow/orfs finish
File: ./config.mk
export PLATFORM = sky130hd
export DESIGN_NAME = OneMs
export DESIGN_NICKNAME = OneMs
export VERILOG_FILES = /design/flow/design.v
export SDC_FILE = /design/flow/constraint.sdc
export NUM_CORES = 4
export LEC_CHECK = 1
export CORE_AREA = 10 10 73 73
export DIE_AREA = 0 0 83 83
File: ./constraint.sdc
current_design OneMs

set clk_period 2.5
set clk_io_pct 0.2

create_clock -name clk0 -period $clk_period [get_ports {clk}]

set non_clock_inputs [all_inputs -no_clocks]
set_input_delay [expr $clk_period * $clk_io_pct] -clock clk0 $non_clock_inputs
set_output_delay [expr $clk_period * $clk_io_pct] -clock clk0 [all_outputs]
File: ./design.v
module OneMs(enable,clk,rst,onems);
	input enable,clk,rst;
	output onems;
	reg onems;
	reg [15:0] count;
	always@(posedge clk) begin
		if(rst==1'd0)
			count<=16'd0;
		else begin
			if(enable==1'b1) begin
				if(count==16'd50000) begin
					onems<=1'd1;
					count<=16'd0;
				end
				else begin
					onems<=1'd0;
					count<=count+16'd1;
				end
			end
		end	
	end
endmodule
==> flow_metrics.py <==
# Auto-generated metrics
metrics = {
    "run_status": {
        "run_status": "finished clean",
    },
    "setup_path": {
        "rr_worst_depth": 4,
        "critPathArrivalTime_ps": 1900,
        "worst_setup_path_start_kind": "input pin",
        "critical_path_depth": 5,
        "worst_path_max_delay_cell": "clkdlybuf4s50_1",
        "register_to_register_setup_slack_ps": 760,
        "path_max_fanout": 6,
        "cpLargestDelayFamily": "simple AND/OR/NAND/NOR gates",
        "critical-path-max-stage-delay_ps": 530,
        "worst_setup_path_end_kind": "register",
        "crit-reg2reg-capture": "count[11]$_SDFFE_PN0P_",
        "worst_path_buf_inv": 1,
        "timing.rr.start": "count[4]$_SDFFE_PN0P_",
        "chain_of_cells_forming_the_critical_path": "clkdlybuf4s50_1, nand4_1, nor4_1, xnor2_1, nor2_1",
        "worst_ep_required_time_ps": 2640,
        "criticalPathCategory": "input pin to register",
    },
    "timing": {
        "grt_setup_unrepaired": "no",
        "final.setup_skew_ps": 2.49,
        "timing.fmax_ghz": 0.567,
        "max_slew_headroom_at_the_worst_pin_pct": 73.7,
        "fin_crit_ps": 1760,
        "drv_slew": 0,
        "setup-violations-final": 0,
        "number_of_endpoints_with_negative_hold_slack_in_the_final_report": 0,
        "tns_ps": 0,
        "final_min_period_over_clock_period_pct": 70.5,
        "worst-slew-pin-transition_ps": 391,
    },
    "clock_tree": {
        "htreeDepth": 1,
        "tritoncts.num_buffers": 3,
        "clock-sinks": 17,
        "clock_transition_time_at_the_flip_flop_clock_pins_of_the_worst_setup_and_hold_paths_ps": 60,
        "tritoncts": "done",
        "clock_tree.root_cell": "clkbuf_8",
        "cts_hold_repair.buffers": 0,
        "cts_resized": 0,
        "postCtsSetupBuffers": 0,
        "clock_path_buffers": 2,
        "clock_insertion_delay_worst_skew_ps": 250,
    },
    "run": {
        "log.warning_count": 26,
        "max-cap-violations": 0,
    },
    "hold_path": {
        "worst_hold_startpoint": "count[6]$_SDFFE_PN0P_",
        "hold_path.class": "register to register",
        "whs_endpoint": "count[6]$_SDFFE_PN0P_",
        "worst_hold_path.num_cells": 2,
    },
    "floorplan": {
        "design.portCount": 4,
        "die_y_um": 83,
        "fp_util_pct": 21.9,
        "fp.coreArea_um2": 3740,
        "die-width_um": 83,
        "design.die.area_um2": 6890,
        "core.rowCount": 22,
    },
    "place": {
        "finalWeightedCongestion": 0.889,
        "placedInstanceArea_um2": 903,
        "count_of_buffers_from_port_buffering": 3,
        "dp.final_hpwl_um": 1030,
    },
    "global_routing": {
        "antenna_violations_before_repair": 0,
        "gr-usage-all-layers_pct": 3.96,
        "grt.overflow.total": 0,
        "maximum_number_of_pins_on_one_net_before_global_route_repair": 16,
        "first_pass_grt_wire_length_um": 2500,
        "first_global_vias": 538,
    },
    "logic_synthesis": {
        "distinct_cell_type_count_of_the_synthesized_netlist": 21,
        "yosys_area_um2": 821,
        "ys_seq_share_pct": 42.7,
        "synthesis.instances": 90,
        "number_of_synthesized_register_bits": 17,
        "cell_area_after_synthesis_um2": 821,
        "syn_area_per_cell_um2": 9.12,
        "synth_stat.cells": 90,
        "yosysWarningCount": 1,
    },
    "routing": {
        "remaining_drc_errors": 0,
        "routed_wire_length_um": 1460,
        "detail_route.first_pass.iterations": 4,
        "detailedRoute.firstIterationViolations": 70,
        "detail-route-antenna-nets": 0,
        "via_per_inst": 4.33,
        "n_antenna_cell": 0,
        "num_vias": 624,
        "routed_len_inst_um": 10.1,
    },
    "power": {
        "vdd_drop_max_mv": 0.189,
        "total_leakage_power_nw": 0.281,
        "power_per_unit_of_standard_cell_area_nw_per_um2": 535,
    },
    "final_layout": {
        "drive_above_1_share_pct": 7.29,
        "layout_cell_area_excl_fill_um2": 948,
        "layout_top_cell": "nor2_1",
        "layout_top_cells_excl_fill_tap": "18 x nor2_1, 16 x dfxtp_1, 12 x xnor2_1",
        "filler_cell_count": 399,
        "area_growth_pct": 15.5,
    },
}
stage by stage:
| stage | cells | utilization, % | power (W) | hold slack [ps] | worst slack [ps] |
|---|---|---|---|---|---|
| 5_1_grt | 144 | 25.3 | 0.000526 | 583 | 633 |
| 3_5_place_dp | 140 | 24.1 | 0.000313 | 517 | 470 |
| 2_1_floorplan | 90 | - | 0.000305 | 485 | 846 |
| 6_report | 144 | 25.3 | 0.000508 | 536 | 738 |
| 4_1_cts | 144 | 25.3 | 0.000512 | 539 | 725 |
| 3_3_place_gp | 140 | 24.1 | 0.000312 | 507 | 527 |
worst max path at each step:
stage,end,startpoint
after CTS,count[13]$_SDFFE_PN0P_,enable
after global routing,count[13]$_SDFFE_PN0P_,enable
final,count[13]$_SDFFE_PN0P_,enable
report_power, final:
part | leakage (nW) | internal [W] | total [W] | switching [W]
registers | 0.140 | 0.000277 | 0.000282 | 0.00000501
clock network | 0.0228 | 0.000113 | 0.000200 | 0.0000874
logic | 0.118 | 0.0000124 | 0.0000257 | 0.0000132
cell usage after synthesis:
cell type | number | area share (%)
nand3_1 | 3 | 1.8
nor2_1 | 18 | 8.2
nor4_1 | 4 | 3.0
clkbuf_1 | 1 | 0.46
inv_1 | 4 | 1.8
nand2_1 | 5 | 2.3
dfxtp_1 | 16 | 39
nor4_4 | 1 | 2.6
or3_1 | 1 | 0.76
and2_1 | 2 | 1.5
nor3_1 | 4 | 2.4
nand4_1 | 8 | 6.1
xnor2_1 | 12 | 13
buf_6 | 1 | 1.4
or4b_4 | 1 | 1.7
or4bb_1 | 1 | 1.4
edfxtp_1 | 1 | 3.7
xor2_1 | 3 | 3.2
o22ai_1 | 1 | 0.76
a21bo_4 | 1 | 2.0
ha_1 | 2 | 3.0
worst reg2reg max path, stage by stage (launching register included):
cell and delay, ps:
dfxtp_1 400, or4bb_1 550, nor4_4 310, a21bo_4 290, nor2_1 70
kinds of logic (layout without fill, tap and decap cells):
| family | Yosys count | in the layout | share of synthesized area, % |
|---|---|---|---|
| buf+inv | 6 | 12 | 3.66 |
| flops | 17 | 17 | 42.7 |
| simple gates | 48 | 48 | 31.9 |
| compound gates | 2 | 2 | 2.74 |
| xor+xnor | 15 | 15 | 16.0 |
| fa+ha+maj | 2 | 2 | 3.05 |
layer usage:
metal	part of all wire [%]	vias to the layer above	track usage (%)
met3	6.0	0	1.48
met2	43	12	5.66
met5	0	-	0
li1	-	321	-
met4	0	0	0.154
met1	51	291	5.78
area by class of cell:
type,instances,area [um^2],share of cell area [%]
Clock buffer,4,45.0,4.75
Inverter,4,15.0,1.58
Multi-Input combinational cell,67,440,46.4
Sequential cell,17,350,36.9
Tap cell,48,60.1,6.33
Timing Repair Buffer,4,37.5,3.96
registers in the layout (all words and copies together) (netlist names):
| signal | count |
|---|---|
| count | 16 |
| onems | 1 |
Power and IR drop assume default switching activity.
