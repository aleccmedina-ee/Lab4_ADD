===== design/flow/constraint.sdc =====
current_design OneSecTimer

set clk_period 2.5
set clk_io_pct 0.2

create_clock -name clk0 -period $clk_period [get_ports {clk}]

set non_clock_inputs [all_inputs -no_clocks]
set_input_delay [expr $clk_period * $clk_io_pct] -clock clk0 $non_clock_inputs
set_output_delay [expr $clk_period * $clk_io_pct] -clock clk0 [all_outputs]

===== design/flow/run.sh =====
#!/bin/bash
# OpenROAD 26Q1-2900-gdf79404cd8, Yosys 0.63+post, stock flow scripts
make -C /OpenROAD-flow-scripts/flow DESIGN_CONFIG=/design/flow/config.mk WORK_HOME=/design/flow/orfs finish

===== design/flow/design.v =====
module CountTo10(enable,hundredms,clk,rst,sec);
	input enable,hundredms,clk,rst;
	output sec;
	reg sec;
	reg [3:0] count;
	always@(posedge clk) begin
		if(rst==1'b0)
			count<=1'b0;
		else begin
			if(enable&hundredms) begin
				if(count==4'd10) begin
					sec<=1'b1;
					count<=4'd0;
				end
				else begin
					sec<=1'b0;
					count<=count+4'd1;
				end
			end
			else	
				sec<=1'b0;
		end
	end
endmodule
module CountTo100(enable,onems,clk,rst,hundredms);
	input enable,onems,clk,rst;
	output hundredms;
	reg hundredms;
	reg [6:0] count;
	always@(posedge clk) begin
		if(rst==1'b0)
			count<=7'd0;
		else begin
			if(enable & onems) begin
				if(count==7'd100) begin
					hundredms<=1'b1;
					count<=7'd0;
				end
				else begin
					hundredms<=1'b0;
					count<=count+7'd1;
				end
			end
			else
				hundredms<=1'b0;
		end
	end
endmodule
module LFSR1ms(enable,clk,rst,onems);
  input clk,rst,enable;
  output onems;
  reg onems;
  reg [15:0] LFSR;
  wire feedback = LFSR[15];
  always @(posedge clk)
  begin
	if(rst==1'b0) begin
		onems<= 1'b0;
		LFSR <= 16'd0;
	end
	else if(enable==1'b1) begin
		if(LFSR == 16'd9363) begin
			onems <= 1'b1;
			LFSR <= 16'd0;
		end
		else begin	
			onems <= 1'b0;
			LFSR[0] <= feedback;
			LFSR[1] <= LFSR[0];
			LFSR[2] <= LFSR[1] ~^ feedback;
			LFSR[3] <= LFSR[2] ~^ feedback;
			LFSR[4] <= LFSR[3];
			LFSR[5] <= LFSR[4] ~^ feedback;
			LFSR[6] <= LFSR[5];
			LFSR[7] <= LFSR[6];
			LFSR[8] <= LFSR[7];
			LFSR[9] <= LFSR[8];
			LFSR[10] <= LFSR[9];
			LFSR[11] <= LFSR[10];
			LFSR[12] <= LFSR[11];
			LFSR[13] <= LFSR[12];
			LFSR[14] <= LFSR[13];
			LFSR[15] <= LFSR[14];
		end
	end
  end
endmodule
module OneSecTimer(enable,rst,clk,sec);
	input enable,rst,clk;
	output sec;
	wire onems;
	LFSR1ms onemstimer(enable,clk,rst,onems);
	wire hundredms;
	CountTo100 count100(enable,onems,clk,rst,hundredms);
	CountTo10 count10(enable,hundredms,clk,rst,sec);
endmodule

===== design/flow/config.mk =====
export PLATFORM = sky130hd
export DESIGN_NAME = OneSecTimer
export DESIGN_NICKNAME = OneSecTimer
export VERILOG_FILES = /design/flow/design.v
export SDC_FILE = /design/flow/constraint.sdc
export NUM_CORES = 4
export LEC_CHECK = 1
export CORE_AREA = 10 10 93 93
export DIE_AREA = 0 0 103 103

==> results.txt <==
run results: outcome=finished, final reports clean, number of antenna violations at the first check in global routing=0, r2r startpoint=count100.count[0]$_SDFFE_PN0P_, later-pin clock latency in the skew report=0.28 ns, Detailed Place HPWL=1.46 mm, r2r worst-path depth=6, DR iter-0 viols=30, worst hold path type=reg -> reg, FP Util=20.7%, max_slew headroom=71.8%, Vias/cell=4.09, Post-CTS Repair Setup Buffers=0, yosys cell count=132, R2R setup slack=1.10 ns, Area after DPL=1500 um2, Max H-tree Level=2, clock skew=0.00673 ns, Final period util=67.6%, WL per Instance=9.89 um, Worst Hold Path EP=count10.count[3]$_SDFFE_PN0P_, Hold Buf Count CTS=0, IO Port Bufs=3, tally of filler cells in the layout=717, total grt overflow=0, Main logic family=simple AND/OR/NAND/NOR gates, Min-Delay Path Depth=2, peak supply drop=0.000162 V, routability cong.=0.845, Core ar.=6760 um2, count of tool warnings=26, die area=10600 um2, total global-route track usage=4.43%, pwr/cell area=595 nW/um2, vias=900, reg-to-reg endpoint=count100.count[6]$_SDFFE_PN0P_, post-synthesis adder-cell area fraction=1.79%, Cell Type Count=36, AND-OR/OR-AND Cells, Area Fraction=5.99%, I/O pins=4, Max Root-Sink Buffers=2, Critical Path RT=2.68 ns, Die Wd=103 um, HP Start=count10.count[3]$_SDFFE_PN0P_, Setup CP Type=in -> reg, CP Capture Type=flop, Core Rows=30, Yosys chip area=1400 um2, Pre-Repair DR Iteration Count=4, chip height=103 um, Mux area share=9.29%, CP Launch Type=primary input, Final Max Slew Viols=0, CTS tree=built, Max Cap Viol=0, Post-route DRC=0, drt total wl=2.18 mm, Worst Max-Slew Pin Slew=0.422 ns, CP Data Arrival Time=1.87 ns, Yosys reg bits=30, CTS root buf=clkbuf_8, CTS Buf Count=5, Setup TNS=0 ns, Post-synth seq share=44.3%, P&R area growth vs syn=13.5%, vias in the first global route=842, Max FO, Critical Path=11, share of layout cells above drive strength 1=14.3%, RSZ-0062 raised after global routing=false, setup violators final=0, final hold violations=0, post-CTS sizing=0, final instance area=1590 um2, largest net degree at the start of global routing=16, synthesized instance count=132, worst setup margin=0.810 ns, dpl ws=0.527 ns, AND/OR/NAND/NOR Cells, Area Fraction=27.7%, synth warn=3, ANT nets after route=0, Pwr Total=0.946 mW, minimum clock period=1.69 ns, clock sink count=30, Antenna Cells=0, Syn Std Cell Area=1400 um2, clock slew at reported path FFs=0.06 ns, first-pass GRT wire length=3.84 mm, Leakage Power=0.591 nW, syn_area_per_cell=10.6 um2, fmax=592 MHz, XOR Share, Synth=6.26%
[metal layers]
metal / track usage (%) / share of wire (%) / vias up
met1: 6.20 / 54 / 411
met2: 6.09 / 38 / 13
met3: 2.17 / 6.9 / 6
li1: - / - / 470
met5: 0 / 0 / -
met4: 0.749 / 1.7 / 0
[synth_stat cells, drive strengths merged]
| library cell | instances | share of area (%) |
|---|---|---|
| buf | 4 | 3.2 |
| and4 | 1 | 0.63 |
| nand4 | 4 | 2.2 |
| clkbuf | 2 | 0.62 |
| xnor2 | 2 | 1.3 |
| nor2b | 14 | 6.3 |
| dfxtp | 28 | 40 |
| a21oi | 3 | 1.1 |
| xor2 | 8 | 5.0 |
| ha | 2 | 1.8 |
| nor2 | 14 | 3.8 |
| inv | 3 | 0.80 |
| and2 | 1 | 0.45 |
| o21ai | 5 | 2.1 |
| nand2b | 1 | 0.98 |
| a21boi | 3 | 1.6 |
| nor3b | 2 | 1.4 |
| nor4b | 2 | 3.4 |
| mux2i | 13 | 9.3 |
| nand4b | 1 | 0.63 |
| nand2 | 5 | 1.3 |
| and3 | 2 | 1.3 |
| a211oi | 1 | 0.54 |
| edfxtp | 2 | 4.3 |
| and4bb | 3 | 2.7 |
| nand3 | 5 | 2.7 |
| a32o | 1 | 0.71 |
[flip-flops by register name, indices dropped and copies added (netlist names)]
| signal | count |
|---|---|
| onemstimer.LFSR | 16 |
| count10.sec | 1 |
| count10.count | 4 |
| onemstimer.onems | 1 |
| count100.hundredms | 1 |
| count100.count | 7 |
[where the power goes]
| part | switching, mW | internal [mW] |
|---|---|---|
| clock network | 0.170 | 0.224 |
| registers | 0.0107 | 0.492 |
| logic | 0.0245 | 0.0247 |
| total | 0.205 | 0.741 |
[cell usage in the layout, fill, tap and decap left out, types with 2 or more instances in the layout]
| master | count |
|---|---|
| a21boi_0 | 2 |
| o21ai_0 | 4 |
| clkbuf_1 | 2 |
| clkdlybuf4s50_1 | 3 |
| nand4_1 | 3 |
| ha_1 | 2 |
| nand2_1 | 5 |
| inv_1 | 3 |
| nor2_1 | 14 |
| xnor2_1 | 2 |
| nor4b_4 | 2 |
| dfxtp_1 | 28 |
| clkbuf_8 | 6 |
| nand3_1 | 4 |
| a21oi_1 | 3 |
| nor2b_1 | 14 |
| edfxtp_1 | 2 |
| xor2_1 | 8 |
| and4bb_2 | 3 |
| mux2i_1 | 13 |
| buf_4 | 3 |
[area by class of cell]
cell class | count | area (um2) | area share [%]
timing repair buffer | 6 | 52.6 | 3.31
sequential | 30 | 621 | 39.1
multi-input combinational | 93 | 714 | 45.0
tap | 80 | 100 | 6.30
inverter | 3 | 11.3 | 0.709
clock buffer | 8 | 90.1 | 5.67
[how the worst max path moves through the flow]
stage	startpoint	end	slack, ns
finish	enable	count100.count[6]$_SDFFE_PN0P_	0.81
global route	enable	count100.count[6]$_SDFFE_PN0P_	0.75
CTS	enable	count100.count[6]$_SDFFE_PN0P_	0.81
[critical path, cell delays in order]
cell,delay (ns)
clkdlybuf4s50_1,0.73
and3_1,0.25
and3_4,0.18
nand2b_4,0.14
nor2_1,0.05
[kinds of logic (layout without fill, tap and decap cells)]
family / Yosys count / after routing
AND/OR/NAND/NOR: 55 / 55
flip-flops: 30 / 30
AND-OR/OR-AND: 13 / 13
multiplexers: 13 / 13
XOR/XNOR: 10 / 10
buffers and inverters: 9 / 17
adder cells (fa/ha/maj): 2 / 2
[metrics by stage]
| stage | utilization [%] | std cells | hold WS, ns |
|---|---|---|---|
| finish | 23.5 | 220 | 0.510 |
| detailed placement | 22.2 | 212 | 0.504 |
| CTS | 23.5 | 220 | 0.511 |
| global route | 23.5 | 220 | 0.555 |
| floorplan | - | 132 | 0.469 |
| global placement | 22.2 | 212 | 0.483 |
Power and IR drop assume default switching activity.
