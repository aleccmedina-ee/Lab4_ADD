--- design.v ---
module DigitTimer(requestd, requestu, replyu, replyd, reconfig, out, clk, rst);
	input reconfig, clk, rst;
	input requestd, replyu;
	output requestu, replyd;
	output [3:0] out;
	reg requestu, replyd;
	reg enabled;
	reg [3:0] out;
	always@(posedge clk)
	begin
		if (rst == 1'b0)
			begin
				requestu <= 0;
				replyd <= 0;
				out <= 0;
				enabled <= 0;
			end
		else
		begin
				if (reconfig == 1'b1) begin
					out <= 9;
					requestu <= 0;
					replyd <= 0;
					enabled <= 1;
					end
				if (enabled == 1'b1) begin
					if (requestd == 1 && out > 0) begin
						out <= out - 1;
						replyd <= 0;
						requestu <= 0;
						end
					if (out == 0) begin
						requestu <= 1;
						if (replyu==0 && requestd==1) begin
							out <= 9;
							requestu <= 0;
						end
						else if (replyu==1 && requestd==1) begin
							replyd <= 1;
							requestu <= 0;
							enabled <= 0;
						end
					end
				end
			end
	end
endmodule 
--- config.mk ---
export PLATFORM = sky130hd
export DESIGN_NAME = DigitTimer
export DESIGN_NICKNAME = DigitTimer
export VERILOG_FILES = /design/flow/design.v
export SDC_FILE = /design/flow/constraint.sdc
export NUM_CORES = 4
export LEC_CHECK = 1
export CORE_AREA = 10 10 70 70
export DIE_AREA = 0 0 80 80
--- run.sh ---
#!/bin/bash
# OpenROAD 26Q1-2900-gdf79404cd8, Yosys 0.63+post, stock flow scripts
make -C /OpenROAD-flow-scripts/flow DESIGN_CONFIG=/design/flow/config.mk WORK_HOME=/design/flow/orfs finish
--- constraint.sdc ---
current_design DigitTimer

set clk_period 3.2
set clk_io_pct 0.2

create_clock -name clk0 -period $clk_period [get_ports {clk}]

set non_clock_inputs [all_inputs -no_clocks]
set_input_delay [expr $clk_period * $clk_io_pct] -clock clk0 $non_clock_inputs
set_output_delay [expr $clk_period * $clk_io_pct] -clock clk0 [all_outputs]
==> metrics.yaml <==
outcome: "finished clean"
grt_pass1_vias: 364
grt_pass1_wl_um: 1610
hold_buffers: 0
powerDensity_nw_per_um2: 410
cts_sinks: 7
synth-xor-area-share_pct: 0
vias: 384
power_mw: 0.231
drc: 0
grt_util_met3_pct: 1.82
n_antenna_cell: 0
slew_headroom_pct: 77.8
syn_avg_cell_area_um2: 8.70
cts_tree: "yes"
critical-path-top-delay-family: "buffers and inverters"
area_growth_pct: 47.1
grt_antenna_before_repair: 0
syn_area_um2: 383
portBuffers: 10
required_ns: 2.56
final_layout_top_logic_cells: "clkdlybuf4s50_1 (10), dfxtp_1 (7), inv_1 (4), nand2_1 (4), clkbuf_4 (3)"
place_area_um2: 537
overflow: 0
hold_viol: 0
ys_cells: 44
ys_sh_simple_pct: 25.8
crit_chain: "clkdlybuf4s50_1"
worst_pin_slew_ns: 0.332
finish.utilization_pct: 16.5
clk_latency_ns: 0.25
synthDistinctLibCells: 28
dp_hpwl_um: 733
p_leak_nw: 0.193
htreeDepth: 1
dpl.cell_count: 99
skew_ns: 0.00341
period_used_pct: 60.6
gp_routability_congestion: 0.814
mostFrequentLayoutCell: "clkdlybuf4s50_1"
grt_start_max_net_pins: 10
ys.flops: 7
logic_family: "AND-OR/OR-AND gates"
grt_use_total_pct: 3.07
grt_setup_unrepaired: "no"
crit_path_end_kind: "output pin"
max_stage_delay_ns: 0.54
die_area_um2: 6400
path_clk_slew_ns: 0.05
cts-root-buf: "clkbuf_4"
rows: 21
ir_worst_vdd_mv: 0.186
design_area_um2: 563
critPathMaxFanout: 8
instances_no_fill: 103
ios: 11
start_kind: "register"
busiest_layer: "met2"
core_area_um2: 3420
cpMaxStageDelayCell: "clkdlybuf4s50_1"
crit_buf_inv: 1
use_met1_pct: 4.03
grtUsageMet2_pct: 4.17
max_cap_viol_count: 0
drv_slew: 0
cts_made_buffers: 3
yosys.area_share.aoi_pct: 26.8
period_minus_slack_ns: 1.94
yosysWarningCount: 1
die_height_um: 80
fmax_mhz: 516
wl_um: 971
core_util_floorplan_pct: 11.2
first_iter_violations: 17
die-width_um: 80
synth_seq_share_pct: 36.6
antenna_left: 0
worst_ep_arrival_time_ns: 1.30
yosys_area_um2: 383
finalSetupViolCount: 0
tns_ns: 0
firstDrtPassIters: 6
ys_sh_adder_pct: 3.27
avgViaCountPerCell: 3.73
hold_class: "register to register"
ctsResizeCount: 0
cts_setup_buffers: 0
clk_path_buf_depth: 2
final_layout_size_suffix_gt1_share_pct: 10.5
wl_per_cell_um: 9.43
tool_warnings: 25
worstSetupPathType: "register to output pin"
mux_area_share_pct: 2.61
fillCellCount: 399
synthCells: 44
## cell type report
cell class	instances	area [um2]	area share (%)
inverters	4	15.0	2.67
flip-flops and latches	7	140	24.9
repair buffers	10	100	17.8
multi-input cells	32	224	39.8
clock buffers	4	26.3	4.67
well taps	46	57.6	10.2
## power by group
group | leakage [nW] | internal [mW] | total [mW] | switching [mW]
sequential | 0.0576 | 0.0933 | 0.102 | 0.00890
combinational | 0.121 | 0.0270 | 0.0473 | 0.0203
clock | 0.0150 | 0.0477 | 0.0816 | 0.0340
## metrics by stage
stage	hold WS [ns]	setup WS, ns
after global routing	0.507	1.20
after CTS	0.483	1.25
after detailed placement	0.472	1.28
after global placement	0.467	1.30
final	0.477	1.26
after floorplan	0.425	1.89
## flip-flops by register name, summed over array words and instances, names as in the netlist
name	count
enabled	1
out	4
replyd	1
requestu	1
## per-layer routing
metal | share of wire (%) | up-vias
met4 | 1.2 | 0
li1 | - | 189
met3 | 11 | 4
met2 | 41 | 15
met1 | 47 | 176
met5 | 0 | -
## cell usage after synthesis, drive strengths merged
cell type / number / area, um2
or3b: 1 / 8.76
inv: 4 / 15.0
nand2: 4 / 15.0
and3: 2 / 13.8
o2bb2ai: 1 / 8.76
o22ai: 2 / 12.5
o311ai: 1 / 8.76
o31ai: 1 / 7.51
nor2: 2 / 7.51
nand3: 1 / 5.00
and2: 1 / 6.26
mux2i: 1 / 10.0
nor3b: 2 / 26.3
a31oi: 1 / 6.26
clkbuf: 1 / 3.75
a21oi: 2 / 13.8
nor3: 2 / 10.0
o21a: 1 / 7.51
a211oi: 1 / 7.51
a22oi: 1 / 7.51
o21ai: 1 / 5.00
o31a: 2 / 17.5
ha: 1 / 12.5
nor2b: 1 / 6.26
dfxtp: 7 / 140
## cells by family after synthesis
logic type,after synthesis
compound gates,14
fa+ha+maj,1
buf+inv,5
flops,7
mux,1
simple gates,16
## final timing paths
| path | from | to | cells after the start | slack, ns |
|---|---|---|---|---|
| setup / recovery | out[3] | out[3] | 1 | 1.26 |
| hold / removal | requestu | requestu | 2 | 0.48 |
| setup reg to reg | out[0] | out[0] | 5 | 1.81 |
| hold reg to reg | requestu | requestu | 2 | 0.48 |
Power and IR drop assume default switching activity.
